==> flow/design.v <==
module coefficients
(
	input logic [6:0] i_idx,
	input logic i_clk,
	output logic [15:0] o_tap,
);
parameter ADDR_WIDTH=16;
parameter DATA_WIDTH=16;
parameter TEST=1;  
logic [15:0] [15:0] taps;  
initial begin  
if (TEST) begin
	taps = {{16'h0565},
			{16'h0BD9},
			{16'h0B0B},
			{16'hFF27},
			{16'hF3A7},
			{16'hFB52},
			{16'h182E},
			{16'h3384},
			{16'h3384},
			{16'h182E},
			{16'hFB52},
			{16'hF3A7},
			{16'hFF27},
			{16'h0B0B},
			{16'h0BD9},
			{16'h0565}};
	end
end
always_ff @ (posedge i_clk) begin  
	o_tap = taps[15:0][i_idx];
end
endmodule
==> flow/run.sh <==
#!/bin/bash
# OpenROAD 26Q1-2900-gdf79404cd8, Yosys 0.63+post, stock flow scripts
make -C /OpenROAD-flow-scripts/flow DESIGN_CONFIG=/design/flow/config.mk WORK_HOME=/design/flow/orfs finish
==> flow/config.mk <==
export PLATFORM = sky130hd
export DESIGN_NAME = coefficients
export DESIGN_NICKNAME = coefficients
export VERILOG_FILES = /design/flow/design.v
export SDC_FILE = /design/flow/constraint.sdc
export NUM_CORES = 4
export LEC_CHECK = 1
export CORE_AREA = 10 10 70 70
export DIE_AREA = 0 0 80 80
==> flow/constraint.sdc <==
current_design coefficients

set clk_period 1.3
set clk_io_pct 0.2

create_clock -name clk0 -period $clk_period [get_ports {i_clk}]

set non_clock_inputs [all_inputs -no_clocks]
set_input_delay [expr $clk_period * $clk_io_pct] -clock clk0 $non_clock_inputs
set_output_delay [expr $clk_period * $clk_io_pct] -clock clk0 [all_outputs]
==> run notes <==
impl run done, here's what came out: status=finished, violations left, violated checks=negative setup slack, P per Cell Area=around 300 nW/µm², Seq pwr share=approximately 18%, cell count after synthesis=between 50 and 60, wire per inst=roughly 9.0 µm, RSZ-0062 raised after global routing=yes, Chip Area=between 6000 and 7000 µm², Peak VDD IR=approximately 0.090 mV, Clock Power Share=0%, hold path depth=4, Power Internal=around 0.00013 W, FF/Latch Area=20.0 µm², DRC Markers=0, cells in synth_stat.txt=58, gr ovfl total=0, DP Area=628 µm², FP Util=13.2%, Rows=21, first-pass detailed-route iteration total=4, antenna cell count=0, min-delay src=i_idx[2], largest net degree at the start of global routing=10, Avg Inst Size Synth=between 7 and 8 µm², post-layout minimum cycle time=about 1.6 ns, endpoints failing setup=1, Final Hold Viols=0, share of total power in combinational logic=82.1%, routing usage on met3=less than 1%, clock transition at the registers of the reported paths=0 ns, met2 usage=4.90%, Final Cycle Share=122%, initial antenna violation count=0, Cell Area, Synth=around 450 µm², Final Wtd Congestion=between 0.8 and 0.9, DP Wirelength=953 µm, core region area=3420 µm², GRT Overall Usage=under 10%, P_sw=~0.000071 W, maxcap violations=0, maximum fanout along the worst path=3, combinational gate area=373 µm², Leakage=roughly 0.30 nW, worst hold path endpoint=o_tap[0], Startpoint Class=input pin, DIE WIDTH=about 80 µm, die height=approximately 80 µm, Via density=approximately 3.5, Arrival @ worst endpoint=~1.5 ns, layout filler cell count=between 300 and 400, final worst setup slack=-0.282 ns, Chip Area, Yosys=between 400 and 500 µm², switching portion of total power=about a third, Synthesized registers=1, Post-Route WL=1080 µm, fmax=about 0.63 GHz, number of global-route vias before repair=approximately 450, Worst Setup End Kind=register, setup tns final=-0.282 ns, tool warnings=36, Distinct lib cells used=29, # port buffers=8, max-slew violation count=0, GR peak layer=met2, layout cells sized above 1=about 28%, post-route ant nets=0, number of flip-flops in the largest register=1, WS Path Type=input pin to register, area delta synth->final=48.2%, global-route track usage on met1=between 4 and 5%, WP data required=around 1.2 ns, register area share after synthesis=4.46%, Place WS=-0.861 ns, Ports=24, first-pass GRT wire length=approximately 1800 µm, Final Instance Area=between 600 and 700 µm², Hold Path Class=input pin to register, Syn. warnings=1, drt first-iter violations=11, Vias=414
[how the worst max path moves through the flow]
stage	from	to	slack [ns]	cells past startpoint
CTS	i_idx[0]	o_tap[0]	-0.34	8
global route	i_idx[0]	o_tap[0]	-0.33	7
finish	i_idx[0]	o_tap[0]	-0.28	7
[cells in the mapped netlist]
master,number,share of area [%]
buf_4,15,25
ha_1,6,17
inv_1,4,3.3
nor2b_1,3,4.2
a211o_1,2,3.9
nand2_1,2,1.7
nand2b_1,2,2.8
nor2_1,2,1.7
nor3_1,2,2.2
a211oi_1,1,1.7
a311o_1,1,2.2
a311oi_1,1,2.0
a31oi_1,1,1.4
and3_1,1,1.4
buf_2,1,1.1
buf_6,1,2.5
conb_1,1,0.83
dfxtp_1,1,4.5
mux2_2,1,2.5
mux2i_1,1,2.2
nor3b_1,1,1.7
nor4_1,1,1.4
o2111ai_1,1,2.0
o211ai_1,1,1.7
o21a_1,1,1.7
o21bai_1,1,1.7
o221ai_1,1,2.0
o311a_1,1,2.2
o41ai_1,1,2.0
[logic make-up after synthesis]
| logic type | after synthesis | share of synthesized area, % |
|---|---|---|
| flip-flops | 1 | 4.46 |
| adder cells (fa/ha/maj) | 6 | 16.7 |
| multiplexers | 2 | 4.74 |
| other | 1 | 0.835 |
| buffers and inverters | 21 | 32.0 |
| AND-OR/OR-AND | 13 | 24.2 |
| AND/OR/NAND/NOR | 14 | 17.0 |
[worst max-delay path: stages]
cell and delay, ns:
buf_12 0.10, inv_12 0.03, ha_4 0.25, nand2b_4 0.05
a311o_1 0.35, a211o_1 0.26, and3_1 0.16
[through the flow]
step	utilization (%)	instances	total power, W	hold WS (ns)
after floorplan	-	72	0.000139	0.470
after global placement	18.4	120	0.000190	0.952
after detailed placement	18.4	120	0.000190	0.948
after CTS	19.4	121	0.000203	0.948
after global routing	19.5	120	0.000225	0.940
final	19.5	120	0.000203	0.872
[cell usage in the layout (no fill, tap or decap), types with 2 or more instances in the layout]
cell,instances
ha_1,3
a211o_1,2
nor2_1,2
nand2_1,2
nor2b_1,3
clkdlybuf4s50_1,3
ha_4,2
buf_12,2
buf_4,10
inv_1,2
nor3_1,2
conb_1,15
[routing by layer]
metal | vias to the layer above | wire, µm
met5 | - | 0
met4 | 0 | 0
met3 | 0 | 83
met2 | 19 | 433
met1 | 184 | 560
li1 | 211 | -
[cell type report]
cell class / count / share of cell area (%)
inverter: 4 / 5.26
multi-input combinational: 50 / 56.0
sequential: 1 / 3.01
tap: 46 / 8.65
timing repair buffer: 19 / 27.1
[power groups by stage]
stage	combinational (W)	clock (W)	sequential, W
5_1_grt	0.000188	0	0.0000369
6_report	0.000167	0	0.0000364
4_1_cts	0.000166	0	0.0000365
[repair_timing]
action	CTS	global route
gates cloned	0	0
setup endpoints to repair	1	1
buffers inserted	1	0
pin swaps	6	1
resized	20	8
hold endpoints to repair	0	0
hold buffers	0	0
Power and IR drop assume default switching activity.
